===== flow/constraint.sdc =====
current_design fir_filter

set clk_period 11.3
set clk_io_pct 0.2

create_clock -name clk0 -period $clk_period [get_ports {CLK_Filter}]

set non_clock_inputs [all_inputs -no_clocks]
set_input_delay [expr $clk_period * $clk_io_pct] -clock clk0 $non_clock_inputs
set_output_delay [expr $clk_period * $clk_io_pct] -clock clk0 [all_outputs]

===== flow/design.v =====
module fir_filter (
    input CLK_Filter,
    input rst_n,
    input wire [7:0] filter_in,		 
    output reg [19:0] filter_out	 
);
    parameter word_width = 8;		  
    parameter order = 21;		 
    parameter output_width   = 20;
    integer i;
    reg[word_width-1:0] delay_pipeline[order:0];  
    wire[word_width-1:0] coef[order:0];
    assign coef[0]=2;
		assign coef[1]=10;
		assign coef[2]=16;
		assign coef[3]=28;
    assign coef[4]=44;
		assign coef[5]=60;
		assign coef[6]=78;
		assign coef[7]=95;
    assign coef[8]=111;
		assign coef[9]=122;
		assign coef[10]=128;
		assign coef[11]=128;
    assign coef[12]=122;
		assign coef[13]=111;
		assign coef[14]=95;
		assign coef[15]=78;
    assign coef[16]=60;
		assign coef[17]=44;
		assign coef[18]=28;
		assign coef[19]=16;
    assign coef[20]=10;
		assign coef[21]=2;
    reg [output_width-1:0] product [order:0];
    reg [output_width-1:0] sum_buf;
		reg [output_width-1:0] acc;  
    always @(posedge CLK_Filter or negedge rst_n) begin
        if (!rst_n) begin
            for (i = 0; i <= order; i = i + 1)
                delay_pipeline[i] <= 0;
        end else begin
            delay_pipeline[0] <= filter_in;
            for (i = 1; i <= order; i = i + 1)
                delay_pipeline[i] <= delay_pipeline[i - 1];
        end
    end
    always @(posedge CLK_Filter or negedge rst_n) begin
        if (!rst_n) begin
            for (i = 0; i <= order; i = i + 1)
                product[i] <= 0;
        end else begin
            for (i = 0; i <= order; i = i + 1)
                product[i] <= coef[i] * delay_pipeline[i];
        end
    end
    always @(posedge CLK_Filter or negedge rst_n) begin
    		if (!rst_n)
        sum_buf <= 0;
    		else begin
        		acc = 0;
        		for (i = 0; i <= order; i = i + 1)
            		acc = acc + product[i];
        		sum_buf <= acc;
    		end
		end
    always @(posedge CLK_Filter or negedge rst_n) begin
        if (!rst_n)
            filter_out <= 0;
        else
            filter_out <= sum_buf;
    end
endmodule

===== flow/run.sh =====
#!/bin/bash
# OpenROAD 26Q1-2900-gdf79404cd8, Yosys 0.63+post, stock flow scripts
make -C /OpenROAD-flow-scripts/flow DESIGN_CONFIG=/design/flow/config.mk WORK_HOME=/design/flow/orfs finish

===== flow/config.mk =====
export PLATFORM = sky130hd
export DESIGN_NAME = fir_filter
export DESIGN_NICKNAME = fir_filter
export VERILOG_FILES = /design/flow/design.v
export SDC_FILE = /design/flow/constraint.sdc
export NUM_CORES = 4
export LEC_CHECK = 1
export CORE_UTILIZATION = 30

==> results.sh <==
# physical design summary
export IMPL_ys_flops=412
export IMPL_num_rows=116
export IMPL_seq_area_frac_synth_pct=33.9
export IMPL_maxCapViolations=0
export IMPL_worst_setup_path_type="register to register"
export IMPL_ff_type="dfrtp_1"
export IMPL_rsz_0062_raised_after_global_routing="no"
export IMPL_post_cts_buffers=0
export IMPL_slowest_stage_cell_crit_path="fa_1"
export IMPL_chipWidth_um=320
export IMPL_path_cells="inv_1 > fa_1 > fa_1 > fa_1 > inv_1 > fa_1 > inv_1 > fa_1 > inv_1 > fa_1 > ha_1 > ha_1 > fa_1 > a21oi_1 > o211ai_1 > o221ai_1 > nor4b_1 > or3_1"
export IMPL_critPathLaunchType="register"
export IMPL_detail_route_wl_per_cell_um=14.7
export IMPL_area_growth_synth_to_final_pct=11.7
export IMPL_syn_area_sq_um=30400
export IMPL_critPathArrivalTime_ns=6.49
export IMPL_clkSlewWorstSetupHoldPaths_ns=0.06
export IMPL_final_layout_size_suffix_gt1_share_pct=3.95
export IMPL_timing_hold_worst_start="sum_buf[1]"
export IMPL_h_tree_depth=2
export IMPL_finish_stage_setup_viols=0
export IMPL_critical_path_max_stage_delay_ns=0.54
export IMPL_grt_pass1_vias=18500
export IMPL_fmax_mhz=166
export IMPL_ys_cells=2545
export IMPL_port_buffer_count=29
export IMPL_crit_path_max_fanout=5
export IMPL_tritoncts="yes"
export IMPL_cell_type_contributing_the_most_total_cell_area_after_synthesis="dfrtp_1"
export IMPL_place_congestion=0.868
export IMPL_cts_repair_resize_count=0
export IMPL_n_fill_cell=9738
export IMPL_cts_max_path_buffers=3
export IMPL_ctsRootBufferMaster="clkbuf_16"
export IMPL_worst_setup_path_startpoint="delay_pipeline[13][1]"
export IMPL_finClkSkew_ns=0.0212
export IMPL_synth_cells=2545
export IMPL_worstHoldPathType="register to register"
export IMPL_dpl_hpwl_um=47100
export IMPL_worst_setup_path_end_kind="register"
export IMPL_setup_tns_ns=0
export IMPL_avgSynthCellArea_sq_um=11.9
export IMPL_totalWireLength_um=58400
export IMPL_drc=0
export IMPL_pin_count=30
export IMPL_route_vias_total=16900
export IMPL_synth_largest_type_area_fraction_pct=33.9
export IMPL_final_layout_top_logic_cells="634 x inv_1, 421 x fa_1, 412 x dfrtp_1"
export IMPL_worstSkewPairLatency_ns=0.60
export IMPL_core_util_floorplan_pct=30.3
export IMPL_detail_route_antenna_nets=0
export IMPL_timing_max_slew_rel_slack_pct=53.4
export IMPL_worst_slew_pin_transition_ns=0.699
export IMPL_overflow_left_after_global_routing=0
export IMPL_drt_pre_antenna_iters=4
export IMPL_worst_reg_to_reg_path_cell_count=18
export IMPL_numCtsBuffers=47
export IMPL_cts_sinks=412
export IMPL_cp_data_required_time_ns=11.78
export IMPL_synth_area_top_cells="dfrtp_1 34%, fa_1 28%, ha_1 16%"
export IMPL_log_warning_count=59
export IMPL_number_of_hold_violations_in_the_final_report=0
export IMPL_ys_warnings_count=3
export IMPL_post_place_ws_ns=5.30
export IMPL_via_density_per_instance=4.27
export IMPL_critical_path_top_delay_family="adder cells"
export IMPL_yosysChipArea_sq_um=30400
export IMPL_cts_hold_fix_buffers=0
export IMPL_ys_types=59
export IMPL_timing_hold_worst_path_depth=0
export IMPL_worst_path_stages=18
export IMPL_antenna_violations_before_repair=3
export IMPL_ys_async_sr_fraction_pct=100
export IMPL_detailedRoute_firstIterationViolations=742
export IMPL_timing_critical_path_buf_inv=4
export IMPL_grt_first_pass_wirelength_um=98800
export IMPL_diodes=0
export IMPL_critical_path_reg2reg_startpoint="delay_pipeline[13][1]"
export IMPL_maximum_number_of_pins_on_one_net_before_global_route_repair=134
export IMPL_layout_min_cycle_time_ns=6.01
export IMPL_postLayoutSetupSlackWorst_ns=5.29
export IMPL_result_of_the_run="finished, final reports clean"
export IMPL_grt_use_total_pct=12.8
export IMPL_final_common_cell="inv_1"
export IMPL_die_size_y_um=320
export IMPL_slew_violations=0
export IMPL_design_core_area_sq_um=100000
export IMPL_critPathMostFrequentCell="fa_1"
export IMPL_chip_area_sq_um=103000
export IMPL_fin_crit_sh_pct=53.2
export IMPL_synth_edff_count=0
==> sequential cells by signal, indices dropped and copies added, names as in the netlist <==
name	count
product	201
delay_pipeline	171
filter_out	20
sum_buf	20
==> worst reg2reg max path: cells and delay by family (launching register included) <==
kind | cells | cell delay (ns)
compound gates | 3 | 0.85
fa+ha+maj | 9 | 3.82
simple gates | 2 | 0.45
buf+inv | 4 | 0.36
flops | 1 | 0.44
==> through the flow <==
stage | std cells | util (%) | area [sq um] | hold WS [ns]
after floorplan | 2545 | - | 30400 | 0.331
after global placement | 3874 | 32.3 | 32300 | 0.332
after detailed placement | 3874 | 32.3 | 32300 | 0.335
after CTS | 3959 | 33.9 | 33900 | 0.346
after global routing | 3959 | 33.9 | 33900 | 0.352
final | 3959 | 33.9 | 33900 | 0.341
==> synth_stat cells, types with 4 or more instances <==
master	instances
fa_1	421
a21o_1	25
or2_2	4
or3_1	12
nor2b_1	22
dfrtp_1	412
nand2_1	49
a21oi_1	83
nand3b_1	4
inv_1	634
xor2_1	35
o21a_1	10
a211oi_1	16
nor2_1	97
and3_1	6
o21ai_0	39
xnor2_1	88
a311oi_1	4
o211ai_1	16
nand3_1	37
a31o_2	6
nor3_1	32
o22ai_1	6
a21boi_0	5
o2111ai_1	8
o21bai_1	10
ha_1	400
==> cells by family (layout without fill, tap and decap cells) <==
| family | count (synthesis) | count (layout) | share of synthesized area, % |
|---|---|---|---|
| flip-flops | 412 | 412 | 33.9 |
| buffers and inverters | 636 | 752 | 7.86 |
| AND-OR/OR-AND | 269 | 269 | 5.93 |
| adder cells (fa/ha/maj) | 821 | 821 | 44.2 |
| AND/OR/NAND/NOR | 280 | 280 | 4.35 |
| XOR/XNOR | 123 | 123 | 3.55 |
| multiplexers | 4 | 4 | 0.140 |
==> path summary, 6_finish.rpt <==
check	slack [ns]	to
worst min register to register	0.34	filter_out[1]
worst max-delay path	5.29	sum_buf[19]
worst min-delay path	0.34	filter_out[1]
worst max register to register	5.29	sum_buf[19]
max in group asynchronous	7.35	product[3][9]
min in group asynchronous	1.65	delay_pipeline[14][5]
==> cell type report <==
type / count / area (sq um) / area share (%)
Clock inverter: 28 / 337 / 0.992
Timing Repair Buffer: 33 / 350 / 1.03
Clock buffer: 57 / 1250 / 3.69
Sequential cell: 412 / 10300 / 30.4
Inverter: 634 / 2380 / 7.01
Multi-Input combinational cell: 1497 / 17700 / 52.1
Tap cell: 1298 / 1620 / 4.79
==> routing by layer <==
layer	part of all wire, %	up-vias	wire [um]	global-route usage [%]
met1	45	8298	26200	18.4
met3	7.9	82	4600	4.46
met4	2.3	2	1360	2.34
met5	0.014	-	8	0
met2	45	342	26200	19.5
li1	-	8164	-	-
