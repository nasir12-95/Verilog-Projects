==> config.mk <==
export PLATFORM = sky130hd
export DESIGN_NAME = regbank
export DESIGN_NICKNAME = regbank
export VERILOG_FILES = /design/flow/design.v
export SDC_FILE = /design/flow/constraint.sdc
export NUM_CORES = 4
export LEC_CHECK = 1
export CORE_UTILIZATION = 30
==> constraint.sdc <==
current_design regbank

set clk_period 26.2
set clk_io_pct 0.2

create_clock -name clk0 -period $clk_period [get_ports {clk}]

set non_clock_inputs [all_inputs -no_clocks]
set_input_delay [expr $clk_period * $clk_io_pct] -clock clk0 $non_clock_inputs
set_output_delay [expr $clk_period * $clk_io_pct] -clock clk0 [all_outputs]
==> design.v <==
module regbank (
    rdData1, rdData2, wrData, sr1, sr2, dr, write, reset, clk
);
    input write, reset, clk;
    input [4:0] sr1, sr2, dr;    
    input [31:0] wrData;
    output [31:0] rdData1, rdData2;
    integer k;
    reg [31:0] regfile [0:31];  
    assign rdData1 = (sr1 == 5'd0) ? 32'd0 : regfile[sr1];
    assign rdData2 = (sr2 == 5'd0) ? 32'd0 : regfile[sr2];
    always @(posedge clk) begin
        if (reset) begin
            for (k = 0; k<32; k=k+1) begin
                regfile[k] <= 32'd0;
            end
        end
        else begin
            if(write && dr != 5'd0)
                regfile[dr] <= wrData;
        end
    end
endmodule
==> run.sh <==
#!/bin/bash
# OpenROAD 26Q1-2900-gdf79404cd8, Yosys 0.63+post, stock flow scripts
make -C /OpenROAD-flow-scripts/flow DESIGN_CONFIG=/design/flow/config.mk WORK_HOME=/design/flow/orfs finish
==> Slide: Implementation Results <==
Physical Implementation Snapshot

Run status
  – Status: completed

Floorplan
  – Init Core Util: 30.3%
  – Die Y: 427 µm
  – Row cnt: 155
  – Core region area: 179,000 µm²
  – Number of primary I/O pins: 114
  – Die area: 182,000 µm²
  – Die width: 427 µm

Flow run
  – Tool warnings: 26
  – Max-cap violations: 0

Logic synthesis
  – Synth area leader: edfxtp_1
  – FFs w/ async S/R, synth: 0%
  – # Cells Yosys: 3,502
  – Commonest cells in the netlist: edfxtp_1 (1,024), and2_1 (995), mux4_2 (472)
  – Avg Cell Area, Syn: 15.5 µm²
  – Synthesis area per yosys: 54,200 µm²
  – Flip-flops with a built-in enable: 1,024
  – Yosys top cell by instances: edfxtp_1
  – Seq/Total Area, Yosys: 56.7%
  – Cell area after synthesis: 54,200 µm²
  – Area leader share: 56.7%
  – Ys flop type: edfxtp_1
  – FF+latch count, synth: 1,024
  – Distinct cells, synth: 42
  – Cells after Synth: 3,502
  – Synthesis Warnings: 1
  – Cell area leaders: edfxtp_1 (57%), mux4_2 (20%), and2_1 (11%)

Placed design
  – PortBufs: 113
  – # placed instances: 5,795
  – Post-DP Area: 58,300 µm²
  – Pre-CTS WS: 10.80 ns
  – Final HPWL from detailed placement: 108 mm
  – Gpl congestion: 0.922

Finish
  – Non-Filler Instances: 5,998
  – # fillers: 16,700
  – Share of layout cells above drive strength 1: 25.1%
  – Max FFs per register: 1,024
  – Largest Register: regfile
  – Post-layout util: 34.5%
  – Finished Cell Area: 61,700 µm²
  – Area grow syn2layout: 13.7%
  – Largest regs: regfile: 1024 flops

Clock tree
  – TritonCTS clock tree: built
  – CTS Buf Count: 108
  – Reg clk slew, reported paths: 0.06 ns
  – Post-CTS sizing: 0
  – CTS hold repair buffers: 0
  – Root buf cell: clkbuf_16
  – CTS max path bufs: 3
  – H-tree levels: 3
  – Clock Sinks: 1,024
  – Post-CTS setup buffer count: 0

Hold path
  – Min-delay src: reset
  – Worst min-delay path category: in -> reg
  – Worst Hold Depth: 1
  – Hold EP: regfile[0][13]

Timing
  – Slew of the pin with the lowest slew margin: 0.978 ns
  – Hold WS: 5.14 ns
  – Final setup violation count: 0
  – Max Freq: 0.0656 GHz
  – Setup TNS: 0 ns
  – Worst setup margin: 10.96 ns
  – Final Hold Viols: 0
  – Final worst path period share: 58.2%
  – RSZ-0062 raised after global routing: false
  – Pins Over Slew Limit: 0
  – Max-slew headroom: 34.7%
  – Final worst path period need: 15.24 ns

Worst setup path
  – Largest stage delay on the critical path: 0.79 ns
  – Critical Path AT: 10.00 ns
  – Worst setup EP type: primary output
  – Critical path class: in -> out
  – Cell family with the largest share of critical-path delay: buffers and inverters
  – Critical Path RT: 20.96 ns
  – Critical Path Most Common Cell: buf_4
  – Worst Path Buf+Inv: 6
  – Startpoint Class: input port
  – CP max FO: 53
  – Crit-path cells: buf_8 -> buf_4 -> buf_4 -> buf_4 -> mux4_2 -> a22o_1 -> a2111oi_1 -> buf_4 -> nor3_1 -> clkdlybuf4s50_1
  – Slowest CP cell: a2111oi_1

GRT
  – GR Overflow Total: 0
  – Initial antenna violation count: 8
  – Number of global-route vias before repair: 35,700
  – Global Route Usage Sum: 21.8%
  – Global-route wire length before repair: 261 mm
  – Largest net degree at the start of global routing: 71

Routing
  – Via density: 5.42
  – DR vias: 32,500
  – DRC viols: 0
  – Post-DRT Antenna Nets: 0
  – 1st-iter DRT viols: 2,192
  – Routed wire per std cell: 30.8 µm
  – WL final: 185 mm
  – DR pass1 iterations: 5

Pwr
  – Final Power: 3.92 mW
  – P_leak: 20.7 nW
  – PD cells: 63.6 nW/µm²
  – Peak VDD IR: 0.0592 mV
==> power breakdown <==
part / total, mW / internal, mW / switching [mW] / leakage (nW)
Sequential: 1.94 / 1.89 / 0.0447 / 9.75
Combinational: 0.483 / 0.216 / 0.267 / 9.31
Clock: 1.50 / 0.850 / 0.652 / 1.65
Total: 3.92 / 2.96 / 0.964 / 20.7
==> layer usage <==
layer	track usage, %	wire length, µm	vias up
met1	23.5	58600	16000
met4	8.87	9870	6
li1	-	-	13700
met3	15.8	30500	420
met5	1.27	137	-
met2	32.6	85600	2399
==> logic make-up after synthesis <==
| kind of cell | share of synthesized area [%] |
|---|---|
| flip-flops | 56.7 |
| AND-OR/OR-AND | 3.65 |
| multiplexers | 23.0 |
| other | 0.00691 |
| buffers and inverters | 3.31 |
| AND/OR/NAND/NOR | 13.3 |
==> how the worst max path moves through the flow <==
stage	from	end	slack (ns)	cells past startpoint
CTS	sr2[0]	rdData2[29]	10.77	10
global route	sr2[0]	rdData2[29]	10.67	10
finish	sr2[0]	rdData2[29]	10.96	10
==> placed cells by master (no fill, tap or decap), types with 4 or more instances in the layout <==
cell type           n
and2_1            994
o21ai_0             4
nand2b_1            5
a2111oi_0          12
nor2_4             29
nor2_1              4
nand3b_1            5
clkdlybuf4s50_1   103
clkbuf_16         111
buf_2               4
mux2i_1           150
or2_2              33
conb_1             32
a32o_1              4
nor2b_1            12
a211oi_1            7
a2111oi_1          43
edfxtp_1         1024
or3b_2              4
nor3_1             54
a21oi_1            12
clkinv_2           16
mux4_2            472
clkinv_1           30
a22oi_1            16
o22ai_1           103
mux2_2             30
nand3_1             5
bufinv_16           8
nand2_1             7
clkbuf_1           26
a22o_1             51
a221oi_1            4
buf_4             180
nor4_1              5
diode_2             5
==> layout make-up <==
| cell class | instances | area [µm²] | share of cell area [%] |
|---|---|---|---|
| Antenna cell | 5 | 12.5 | 0.0203 |
| Clock buffer | 137 | 2880 | 4.66 |
| Clock inverter | 61 | 510 | 0.828 |
| Inverter | 2 | 7.51 | 0.0122 |
| Multi-Input combinational cell | 2120 | 22100 | 35.8 |
| Sequential cell | 1024 | 30700 | 49.9 |
| Tap cell | 2355 | 2950 | 4.78 |
| Timing Repair Buffer | 294 | 2510 | 4.07 |
Power and IR drop assume default switching activity.
