### flow/run.sh
#!/bin/bash
# OpenROAD 26Q1-2900-gdf79404cd8, Yosys 0.63+post, stock flow scripts
make -C /OpenROAD-flow-scripts/flow DESIGN_CONFIG=/design/flow/config.mk WORK_HOME=/design/flow/orfs finish
### flow/config.mk
export PLATFORM = sky130hd
export DESIGN_NAME = single_port_RAM
export DESIGN_NICKNAME = single_port_RAM
export VERILOG_FILES = /design/flow/design.v
export SDC_FILE = /design/flow/constraint.sdc
export NUM_CORES = 4
export LEC_CHECK = 1
export CORE_UTILIZATION = 30
export SYNTH_MEMORY_MAX_BITS = 65536
### flow/constraint.sdc
current_design single_port_RAM

set clk_period 61.1
set clk_io_pct 0.2

create_clock -name clk0 -period $clk_period [get_ports {clk}]

set non_clock_inputs [all_inputs -no_clocks]
set_input_delay [expr $clk_period * $clk_io_pct] -clock clk0 $non_clock_inputs
set_output_delay [expr $clk_period * $clk_io_pct] -clock clk0 [all_outputs]
### flow/design.v
module single_port_RAM(
    data_out, data_in, addr, wr, cs, clk
);
    parameter word_size = 8, 
            addr_size = 10, 
            memory_size = 1024;
    input [word_size-1:0] data_in;
    input [addr_size-1:0] addr;
    input wr, cs, clk;
    output [word_size-1:0] data_out;
    reg [word_size-1:0] mem [memory_size-1:0];
    assign data_out = mem[addr];  
    always @ (posedge clk) begin
        if (wr && cs) mem[addr] <= data_in;  
    end
endmodule
==> out/metrics.csv <==
metric,value,unit
die_width,1.03,mm
power_per_cell_area,31.7,nW/µm²
num_rows,376,
final_period_minus_worst_setup_slack,35.54,ns
die_h,1.03,mm
top_regs,mem (8192),
placement.io_buffers,28,
critical_path.cell_chain,buf_16 > buf_4 > buf_4 > buf_4 > buf_4 > buf_4 > buf_4 > buf_4 > buf_4 > buf_4 > buf_4 > mux2i_1 > o221ai_1 > a21oi_1 > o211ai_1 > o211ai_1 > nand4_1 > nor3_1 > buf_4 > nand4_1 > clkdlybuf4s50_1,
drt_iter0_drc,11000,
htreeDepth,6,
coreArea,1050000,µm²
rsz_0062_raised_after_global_routing,false,
yosys_cells,16700,
power.leakage,116,nW
max_clock_buf_depth,4,
detailed_placer_s_ending_hpwl,555,mm
synth_seq_share,0.777,
path_clk_slew,0.06,ns
final-max-slew-violation-count,0,
dominant_synthesized_flop_cell,sky130_fd_sc_hd__edfxtp_1,
clk_root_buffer_cell,sky130_fd_sc_hd__clkbuf_16,
gp_congestion,0.895,
synth.lib_cells_used.distinct,57,
number_of_flip_flops_in_the_largest_register,8192,
yosys.area.top_type_share,0.777,
crit_slowest_cell,sky130_fd_sc_hd__nand4_1,
finalCritPeriodShare,0.582,
finish.utilization,0.343,
number_of_cts_inserted_buffers,797,
crit_path_end_kind,output port,
initial_core_util,0.302,
grt_antenna_before_repair,81,
most_frequent_cell_after_synthesis,sky130_fd_sc_hd__edfxtp_1,
worst_min_delay_path_startpoint,data_in[7],
slew_headroom,0.0849,
yosys_register_bits,8192,
warnings,51,
final.setup.tns,0,ns
route.detailed.drc,0,
post_cts_hold_buffer_count,0,
viasPerCell,5.05,
critical_path_startpoint,addr[1],
synth_warnings,1,
critical-path-max-stage-delay,0.75,ns
first_global_vias,171000,
worst-path-max-fanout,104,
crit_arrival,23.32,ns
layout-drive-gt1-share,0.139,
routed_wire_length,900,mm
groute.usage.overall,0.179,
pin_count_of_the_biggest_net_entering_global_routing,125,
first_pass_iters,8,
enable_flop_cells,8192,
cts_setup_buffers,0,
top_level_i_o_count,29,
criticalPathCategory,in2out,
status,completed,
ctsResizeCount,0,
maxCapViolCount,0,
area_growth_syn_to_layout,13.7,%
drt.antenna.violating_nets,0,
post_drt_wl_per_cell,28.2,µm
tritoncts_clock_tree,yes,
synth.top_cells.by_area,"sky130_fd_sc_hd__edfxtp_1 78%, sky130_fd_sc_hd__mux2i_1 8.9%, sky130_fd_sc_hd__mux4_2 4.7%, sky130_fd_sc_hd__o22ai_1 2.4%, sky130_fd_sc_hd__nor2_1 1.5%",
worst-slew-pin-transition,1.37,ns
dpl_worst_slack,25.40,ns
mappedNetlistArea,316000,µm²
finalSetupViolCount,0,
peakVddDrop,0.0000281,V
critical-path-top-cell-by-count,sky130_fd_sc_hd__buf_4,
async_reset_ff_frac,0,
grt_pass1_wl,1270,mm
final_hold_viol_count,0,
final_critical_path_setup_slack,25.56,ns
regMostFlops,mem,
critical_path_required,48.88,ns
route.vias.total,161000,
worstSetupStartpointType,input pin,
die_area,1060000,µm²
num-fill-cells,96300,
fmax,28.1,MHz
top_cells_by_count,"8192 x sky130_fd_sc_hd__edfxtp_1, 2826 x sky130_fd_sc_hd__mux2i_1, 1261 x sky130_fd_sc_hd__nor2_1",
endpoint_of_the_worst_setup_timing_path,data_out[7],
ys_area,316000,µm²
largest_area_cell,sky130_fd_sc_hd__edfxtp_1,
syn_inst,16700,
cts.sinks,8192,
globalRoute.totalOverflow,0,
min_delay_path_class,in2reg,
postSynthAreaPerCell,18.9,µm²
==> metal layers <==
metal  up-vias  wire (µm)  track usage
li1      69100          -            -
met1     81300     282000        0.185
met2      8943     413000        0.263
met3      1678     161000        0.147
met4       106      41900       0.0732
met5         -       2230       0.0125
==> critical path, delay by kind of cell <==
family,cells,cell delay [ns]
buf+inv,13,7.97
simple gates,3,1.38
compound gates,4,1.08
mux,1,0.25
==> cell type report <==
type | instances | area, µm² | share of cell area
sequential | 8192 | 246000 | 0.684
multi-input combinational | 7451 | 65200 | 0.181
clock buffer | 998 | 20800 | 0.0578
tap | 14000 | 17500 | 0.0487
timing repair buffer | 686 | 5580 | 0.0155
clock inverter | 445 | 4160 | 0.0116
antenna | 181 | 453 | 0.00126
inverter | 1 | 6.26 | 0.0000174
==> metrics by stage <==
step                      hold slack, ns  std cells  power, W  cell area (µm²)
after floorplan                    12.32      16700   0.00656           316000
after global placement             12.66      30300   0.00680           334000
after detailed placement           12.67      30300   0.00681           334000
after CTS                          11.40      31800    0.0115           359000
after global routing               11.49      31800    0.0117           359000
final                              11.50      31900    0.0114           360000
==> logic make-up after synthesis <==
logic type             count (synthesis)  share of synthesized area
flip-flops                          8192                      0.777
multiplexers                        3498                      0.137
AND/OR/NAND/NOR                     2055                     0.0288
AND-OR/OR-AND                       1898                     0.0388
buffers and inverters               1104                     0.0182
==> power by group <==
part / total, W / internal [W] / switching, W / leakage, nW
logic: 0.000505 / 0.000149 / 0.000356 / 30.0
registers: 0.00618 / 0.00618 / 0.000000412 / 73.6
clock network: 0.00472 / 0.00263 / 0.00210 / 12.1
total: 0.0114 / 0.00896 / 0.00245 / 116
==> cell usage in the layout, fill, tap and decap left out, types with 112 or more instances in the layout <==
cell type | synthesis | final
sky130_fd_sc_hd__mux4_2 | 660 | 660
sky130_fd_sc_hd__nor3_1 | 137 | 135
sky130_fd_sc_hd__o21ai_0 | 154 | 154
sky130_fd_sc_hd__o22ai_1 | 1206 | 1206
sky130_fd_sc_hd__buf_4 | 128 | 637
sky130_fd_sc_hd__clkinv_2 | 0 | 112
sky130_fd_sc_hd__nor2_1 | 1261 | 1253
sky130_fd_sc_hd__clkinv_1 | 0 | 206
sky130_fd_sc_hd__mux2i_1 | 2826 | 2826
sky130_fd_sc_hd__diode_2 | 0 | 181
sky130_fd_sc_hd__clkbuf_1 | 384 | 197
sky130_fd_sc_hd__nand2_1 | 167 | 135
sky130_fd_sc_hd__edfxtp_1 | 8192 | 8192
sky130_fd_sc_hd__nand3_1 | 129 | 129
sky130_fd_sc_hd__nor4_1 | 197 | 196
sky130_fd_sc_hd__a22oi_1 | 217 | 217
sky130_fd_sc_hd__clkbuf_16 | 0 | 801
==> worst min-delay path by stage <==
stage / slack, ns / depth (start not counted) / end
4_1_cts: 11.40 / 1 / mem[354][7]
5_1_grt: 11.49 / 1 / mem[354][7]
6_report: 11.50 / 1 / mem[354][7]
No activity file was given, so power comes from the tool's default toggle rates.
